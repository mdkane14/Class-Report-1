[/design/flow/design.v]
`timescale 1ns / 1ps
module TwotoFourDecoder(
    input logic [1:0] TwoIn,
    output logic [3:0] FourOut
    );
    always_comb
        case (TwoIn)
            2'b00: FourOut = 4'b0111;
            2'b01: FourOut = 4'b1011;
            2'b10: FourOut = 4'b1101;
            default: FourOut = 4'b1110;
        endcase 
endmodule
`timescale 1ns / 1ps
module WrapperLed(
    input logic [15:0] SW,
    input logic CLK100MHZ,
    output logic [6:0] SSEG,
    output logic [7:0] AN
    );
top_sseg DUT(
    .en(SW[0]),
    .cw(SW[2]),
    .clk(CLK100MHZ),
    .rst(SW[1]),
    .sseg(SSEG),
    .an(AN[3:0])
    );
endmodule
`timescale 1ns / 1ps
module count_n#(parameter N=20)(
    input logic clk,
    input logic rst,
    input logic cw,
    input logic en,
    output logic [N-1:0] count
    );
    parameter ZERO={N,(1'b0)};
    logic [N-1:0] counter, n_counter;
    always_ff @(posedge clk, posedge rst)
    if(rst)
       counter<=ZERO;
    else
       counter<=n_counter;
    always_comb 
       if(en)
          if(cw)
             n_counter = counter+1;
          else
             n_counter=counter-1;
       else
          n_counter=counter;    
    assign count=counter;
endmodule
`timescale 1ns / 1ps
module led_pattern(
   input logic en,
    input logic cw,
    input logic clk,
    input logic rst,
    output logic [27:0] ssegValues
    );
    logic [29:0] count1;
    count_n# (.N(30)) DUT1(
    .clk(clk),          
    .rst(rst),          
    .cw(cw),           
    .en(en),            
    .count(count1)
    );
    ssegValuesDecoder SVD(
    .ThreeIn(count1[30-1:30-3]),    
    .ssegValues(ssegValues)
    );
endmodule
`timescale 1ns / 1ps
module mux_sseg#(parameter N=7)(
    input logic [N-1:0] in0,
    input logic [N-1:0] in1,
    input logic [N-1:0] in2,
    input logic [N-1:0] in3,
    input logic [1:0] sel,
    output logic [N-1:0] sseg
    );
    parameter [6:0] A=2'b00;
    parameter [6:0] B=2'b01;
    parameter [6:0] C=2'b10;
    parameter [6:0] D=2'b11;
    always_comb
        case(sel)
        A: sseg = in0;
        B: sseg = in1;
        C: sseg = in2;
        D: sseg = in3;
        default: sseg = 7'bzzzzzzz;
        endcase
endmodule
`timescale 1ns / 1ps
module ssegValuesDecoder(
    input logic [2:0] ThreeIn,    
    output logic [27:0] ssegValues
    );
    always_comb
        case (ThreeIn)
            3'b000: ssegValues = 28'b0011100111111111111111111111;
            3'b001: ssegValues = 28'b1111111001110011111111111111;
            3'b010: ssegValues = 28'b1111111111111100111001111111;
            3'b011: ssegValues = 28'b1111111111111111111110011100;
            3'b100: ssegValues = 28'b1111111111111111111110100011;
            3'b101: ssegValues = 28'b1111111111111101000111111111;
            3'b110: ssegValues = 28'b1111111010001111111111111111;
            default: ssegValues = 28'b0100011111111111111111111111;
        endcase 
endmodule
`timescale 1ns / 1ps
module top_sseg(
    input logic en,
    input logic cw,
    input logic clk,
    input logic rst,
    output logic [6:0] sseg,
    output logic [3:0] an
    );
logic [27:0] ssegValues;
logic [19:0] count2;
led_pattern DUT1(
    .clk(clk),          
    .rst(rst),          
    .cw(cw),           
    .en(en),            
    .ssegValues(ssegValues)
);
mux_sseg# (.N(7)) DUT(
    .in0(ssegValues[27:21]), 
    .in1(ssegValues[20:14]), 
    .in2(ssegValues[13:7]), 
    .in3(ssegValues[6:0]), 
    .sel(count2[20-1:20-2]),   
    .sseg(sseg)
);
count_n# (.N(20)) DUT2(
    .clk(clk),          
    .rst(rst),          
    .cw(cw),           
    .en(en),          
    .count(count2)
);
TwotoFourDecoder deco(
    .TwoIn(count2[20-1:20-2]),
    .FourOut(an)
    );
endmodule
[/design/flow/run.sh]
#!/bin/bash
# OpenROAD 26Q1-2900-gdf79404cd8, Yosys 0.63+post, stock flow scripts
make -C /OpenROAD-flow-scripts/flow DESIGN_CONFIG=/design/flow/config.mk WORK_HOME=/design/flow/orfs finish
[/design/flow/config.mk]
export PLATFORM = sky130hd
export DESIGN_NAME = WrapperLed
export DESIGN_NICKNAME = WrapperLed
export VERILOG_FILES = /design/flow/design.v
export SDC_FILE = /design/flow/constraint.sdc
export NUM_CORES = 4
export LEC_CHECK = 1
export CORE_UTILIZATION = 30
[/design/flow/constraint.sdc]
current_design WrapperLed

set clk_period 5.4
set clk_io_pct 0.2

create_clock -name clk0 -period $clk_period [get_ports {CLK100MHZ}]

set non_clock_inputs [all_inputs -no_clocks]
set_input_delay [expr $clk_period * $clk_io_pct] -clock clk0 $non_clock_inputs
set_output_delay [expr $clk_period * $clk_io_pct] -clock clk0 [all_outputs]
==> flow_summary.json <==
{
  "outcome": "complete, no violations",
  "slew_violations": 0,
  "vias": 3226,
  "worstMarginPinSlew_ps": 741,
  "fmax_mhz": 227,
  "synth_flop_count": 50,
  "postCtsSetupBuffers": 0,
  "fp.dieH_um": 121,
  "cts_tree": "done",
  "ant_nets": 0,
  "coreArea_mm2": 0.0139,
  "io_buffers": 14,
  "ctsHoldBuffers": 0,
  "wl_um": 7470,
  "cts-root-buf": "clkbuf_16",
  "r2r-start": "DUT.DUT1.DUT1.counter[2]",
  "clockBufferDepth": 2,
  "synth_cell_types": 58,
  "clk_latency_ps": 290,
  "ys_cells": 451,
  "grt_pass1_vias": 2992,
  "io_pins": 32,
  "ys_seq_share_pct": 29.5,
  "dp_slack_ps": 670,
  "antenna_found_initial": 0,
  "die_w_um": 121,
  "cp-endpoint": "DUT.DUT1.DUT1.counter[29]",
  "placed_area_mm2": 0.00457,
  "edf_count": 0,
  "layout_setup_ws_ps": 1000,
  "cp.arrival_ps": 4570,
  "leakagePower_nw": 2.04,
  "stdcell_area_mm2": 0.00472,
  "utilization_pct": 34.0,
  "finalClockSkew_ps": 5.00,
  "maxCapViolations": 0,
  "min_path_type": "reg -> reg",
  "synthTopCellsByCount": "ha_1, dfrtp_1, a21oi_1",
  "die_area_mm2": 0.0147,
  "flop_cell": "dfrtp_1",
  "setup_viol": 0,
  "crit_type": "in -> reg",
  "wire_per_inst_um": 11.6,
  "clkSlewWorstSetupHoldPaths_ps": 60,
  "grt_usage_pct": 11.0,
  "synthMostInstantiatedCell": "ha_1",
  "drtPass1Iterations": 4,
  "reg2reg_depth": 10,
  "hold_ws_ps": 486,
  "finalPower_mw": 2.95,
  "max-vdd-ir-drop_v": 0.000157,
  "drt_iter0_drc": 183,
  "clock_sinks": 50,
  "area_leaders": "dfrtp_1, ha_1, mux2_2, xnor2_1, a21oi_1",
  "n_antenna_cell": 0,
  "top_area_share_pct": 25.8,
  "ff2ff_setup_slack_ps": 2300,
  "tns_ps": 0,
  "powerDensity_mw_per_mm2": 625,
  "regToRegEndpoint": "DUT.DUT1.DUT1.counter[29]",
  "synthArstFlopShare_pct": 100,
  "grt_start_max_net_pins": 62,
  "syn_area_mm2": 0.00426,
  "fill_cells": 1381,
  "critPathLaunchType": "input pin",
  "finalClockPeriodUsage_pct": 81.4,
  "dp_hpwl_um": 5180,
  "endpoint_kind": "flip-flop",
  "via_per_inst": 5.02,
  "yosys_warnings": 10,
  "hold_violations": 0,
  "grt_pass1_wl_um": 13300,
  "grt_overflow": 0,
  "warning_count": 38,
  "drc": 0,
  "core.rowCount": 43,
  "final_layout_size_suffix_gt1_share_pct": 14.3,
  "htree_levels": 2,
  "initCoreUtil_pct": 30.7,
  "grt_setup_unrepaired": "no",
  "crit_start": "SW[2]",
  "synth_cells": 451,
  "syn_avg_cell_area_um2": 9.45,
  "yosysTopAreaCell": "dfrtp_1",
  "cts_resized": 0,
  "period_needed_ps": 4400,
  "required_ps": 5570,
  "worstPathMaxFanout": 12,
  "cts_buffers": 5,
  "slew_headroom_pct": 50.6,
  "fin_cells": 642,
  "hp-start": "DUT.DUT1.DUT1.counter[3]",
  "area_growth_syn_to_layout_pct": 10.7,
  "dp.cells": 634,
  "gp_congestion": 0.797,
  "ys_area_mm2": 0.00426
}
area by class of cell:
class                      instances  area, µm²  share of cell area [%]
timing repair buffer              19        173                    3.66
tap                              180        225                    4.77
sequential                        50       1260                    26.7
inverter                          16       60.1                    1.27
clock inverter                     1       5.00                   0.106
multi-input combinational        369       2850                    60.5
clock buffer                       7        143                    3.02
how the worst min path moves through the flow:
stage	end	slack [ps]	cells after the start
after CTS	DUT.DUT1.DUT1.counter[3]	490	1
after global routing	DUT.DUT1.DUT1.counter[3]	500	1
final	DUT.DUT1.DUT1.counter[3]	490	1
logic make-up (layout without fill, tap and decap cells):
group | count (synthesis) | in the layout | synth area share (%)
other | 1 | 4 | 0.0880
and+or+nand+nor | 97 | 97 | 11.9
muxes | 36 | 36 | 9.57
DFF | 50 | 50 | 29.5
AOI/OAI and AO/OA | 142 | 142 | 21.9
xor gates and xnor gates | 42 | 42 | 8.81
buffers and inverters | 35 | 43 | 3.79
adders and majority gates | 48 | 48 | 14.4
cells in the final DEF (no fill, tap or decap), drive strengths merged, types with 3 or more instances in the layout:
cell type	instances
a211oi	8
a21o	21
a21oi	43
a31oi	5
and2	3
buf	6
clkbuf	7
clkdlybuf4s50	13
conb	4
dfrtp	44
dfstp	6
ha	46
inv	15
mux2	35
nand2	20
nand2b	8
nand3b	3
nand4	6
nor2	23
nor2b	4
nor3	10
o211ai	5
o21a	10
o21ai	23
o21bai	11
or2	3
or3	6
xnor2	32
xor2	10
layer usage:
layer / track usage, % / up-vias / part of all wire [%]
li1: - / 1674 / -
met1: 16.8 / 1521 / 54
met2: 17.5 / 24 / 43
met3: 1.44 / 7 / 2.1
met4: 0.926 / 0 / 1.0
met5: 0 / - / 0
sequential cells by signal, summed over array words and instances, names as in the netlist:
register	cells
DUT.DUT1.DUT1.counter	30
DUT.DUT2.counter	20
worst max-delay path: stages:
cell and delay (ps):
clkdlybuf4s50_1 600, inv_1 170, buf_4 220, ha_1 400, nand4_1 130, or2_2 330
nor4b_1 430, o21bai_1 170, a211oi_2 370, a221o_1 230, mux2_4 310, xnor2_2 130
where the power goes:
group | switching, mW | total, mW | leakage [nW] | internal (mW)
registers | 0.122 | 0.717 | 0.575 | 0.594
clock network | 0.137 | 0.321 | 0.0739 | 0.184
logic | 0.900 | 1.91 | 1.39 | 1.01
No activity file was given, so power comes from the tool's default toggle rates.
